--- ./run.sh ---
#!/bin/bash
# OpenROAD 26Q1-2900-gdf79404cd8, Yosys 0.63+post, stock flow scripts
make -C /OpenROAD-flow-scripts/flow DESIGN_CONFIG=/design/flow/config.mk WORK_HOME=/design/flow/orfs finish
--- ./config.mk ---
export PLATFORM = sky130hd
export DESIGN_NAME = eight_by_eight_reg_file_with_two_reads_and_one_write
export DESIGN_NICKNAME = eight_by_eight_reg_file_with_two_reads_and_one_write
export VERILOG_FILES = /design/flow/design.v
export SDC_FILE = /design/flow/constraint.sdc
export NUM_CORES = 4
export LEC_CHECK = 1
export CORE_UTILIZATION = 40
--- ./constraint.sdc ---
current_design eight_by_eight_reg_file_with_two_reads_and_one_write

set clk_period 1.8
set clk_io_pct 0.2

create_clock -name clk0 -period $clk_period [get_ports {clk}]

set non_clock_inputs [all_inputs -no_clocks]
set_input_delay [expr $clk_period * $clk_io_pct] -clock clk0 $non_clock_inputs
set_output_delay [expr $clk_period * $clk_io_pct] -clock clk0 [all_outputs]
--- ./design.v ---
module eight_by_eight_reg_file_with_two_reads_and_one_write #(parameter width = 8, depth = 8) (input [width - 1:0] write_data, input [2:0] read_port_1, read_port_2, write_port, input write_enable, reset, clk, output reg [width - 1:0] read_data_1, read_data_2);
	reg [width - 1:0] register [0:depth - 1];
	integer i;
	initial begin
	for(i = 0; i < depth; i = i + 1) 
		begin
			register[i]=0;
		end
	end
	always@(posedge clk or posedge reset) 
	begin
		if(reset) 
			begin
				read_data_1 = 8'bx;
				read_data_2 = 8'bx;
				for(i = 0; i < depth; i = i + 1) 
					begin
					register[i] = 0;
					end
			end
		else 
			begin
				if(write_enable) 
					begin
						register[write_port] = write_data;
					end
				else 
					begin
						read_data_1 = register[read_port_1];
						read_data_2 = register[read_port_2];
					end
			end
	end
endmodule
module eight_by_eight_reg_file_with_two_reads_and_one_write_tb #(parameter width = 8);
	reg [width - 1:0] write_data;
	reg [2:0] read_port_1, read_port_2, write_port;
	reg write_enable, reset, clk;
	wire [width - 1:0] read_data_1, read_data_2;
	eight_by_eight_reg_file_with_two_reads_and_one_write instance1 (write_data, read_port_1, read_port_2, write_port, write_enable, reset, clk, read_data_1, read_data_2);
	initial clk = 1'b1;
	initial 
		begin
			write_data = 100;
			write_port = 3'b000;
			read_port_1 = 3'b000;
			read_port_2 = 3'b000;
			write_enable = 1;
			reset = 0;
			#10;
			write_data = 50;
			write_port = 3'b001;
			read_port_1 = 3'b000;
			read_port_2 = 3'b000;
			write_enable = 1;
			reset = 0;
			#10;
			write_data = 100;
			write_port = 3'b010;
			read_port_1 = 3'b000;
			read_port_2 = 3'b001;
			write_enable = 0;
			reset = 0;
			#10;
			write_data = 20;
			write_port = 3'b011;
			read_port_1 = 3'b000;
			read_port_2 = 3'b001;
			write_enable = 0;
			reset = 1;
			#10;
			write_data = 100;
			write_port = 3'b010;
			read_port_1 = 3'b000;
			read_port_2 = 3'b001;
			write_enable = 0;
			reset = 0;
			#10;
		end
	always #5 clk <= ~clk;
endmodule
==> GITHUB_STEP_SUMMARY <==
### Flow metrics

| Metric | Value |
|---|---|
| Status | `complete, no violations` |
| Gr usage total | `21.9%` |
| Slowest library cell on the worst path | `clkdlybuf4s50_1` |
| Reg clk slew, reported paths | `around 80 ps` |
| Worst Hold Class | `in2async` |
| Tool warnings | `25` |
| Reg2reg start | `register[0][5]` |
| Max_slew headroom | `between 70% and 80%` |
| Initial antenna violation count | `0` |
| Cell area after layout | `approximately 5300 sq um` |
| CP Cell Sequence | `clkdlybuf4s50_1 -> buf_12 -> mux2_2 -> a22o_1 -> a211oi_1 -> o31ai_1` |
| Max FO, Critical Path | `22` |
| Fp util | `41.1%` |
| CTS max path bufs | `2` |
| CTS tree | `built` |
| CP Launch Type | `primary input` |
| Register area share after synthesis | `a little under half` |
| Required @ worst endpoint | `just over 2000 ps` |
| Cell Pwr Density | `about 940 nW/um^2` |
| Clock root buffer | `clkbuf_8` |
| Post-synthesis cell area | `between 4000 and 5000 sq um` |
| Setup Viol. Count Final | `0` |
| Ys async rst share | `approximately 100%` |
| Congestion Overflow GR | `0` |
| Via density | `5.45` |
| Reg2Reg Depth | `4` |
| Final hold vios | `0` |
| Vias | `roughly 3200` |
| Max-cap violations | `0` |
| Die Ht | `approximately 100 um` |
| Fin crit period | `1750 ps` |
| Critical Path End Type | `flip-flop` |
| Number of port buffers | `35` |
| Largest net degree at the start of global routing | `between 80 and 90` |
| Fin. max-slew vios | `0` |
| Static Leak | `roughly 2.3 nW` |
| Placed insts | `approximately 570` |
| R2R setup slack | `~320 ps` |
| Placer Congestion | `around 0.9` |
| CP Class | `in2reg` |
| Yosys warning total | `2` |
| Synth Area per Inst | `roughly 11 sq um` |
| Dominant flop cell | `dfrtp_1` |
| Area grow syn2layout | `25.8%` |
| Post-CTS Setup Inserts | `0` |
| Post-Syn Instances | `372` |
| Site row count | `37` |
| Worst Skew | `11.2 ps` |
| Peak Freq | `572 MHz` |
| VDD IR max | `roughly 470 uV` |
| Synth top area share | `about 47%` |
| WP buf/inv | `2` |
| Clock latency (worst-skew pair) | `between 300 and 400 ps` |
| Vias in the first global route | `3083` |
| Number of synthesized flops with an enable pin | `0` |
| Antenna Nets Post-Route | `0` |
| Cell variety after synth | `about 48` |
| Post-Layout Cell Count | `roughly 600` |
| Top post-synthesis cells by count | `dfrtp_1, mux2_2, nand2_1` |
| Crit path arrival time | `just under 2000 ps` |
| Final WL | `roughly 11000 um` |
| Yosys cell count | `~370` |
| Starting DRT DRC Count | `222` |
| DR DRC count | `0` |
| Reg-to-reg endpoint | `read_data_2[5]` |
| Share of cells above drive strength 1 | `31.7%` |
| Final HPWL DP | `between 7000 and 8000 um` |
| Synth Register Bits | `around 80` |
| Chip area in the Yosys report | `~4200 sq um` |
| Drt first pass iters | `4` |
| TNS Setup | `0 ps` |
| Inserted Clock Buffers | `9` |
| Ant diodes | `0` |
| Chip Area | `11000 sq um` |
| Cell area leaders | `dfrtp_1, mux2_2, a221oi_1` |
| Top-count cell post-synth | `dfrtp_1` |
| Synth area leader | `dfrtp_1` |
| Num ports | `36` |
| RSZ-0062 raised after global routing | `no` |
| Core ar. | `a little over 10000 sq um` |
| Worst stage delay on the critical path | `500 ps` |
| Post-DR wirelength/cell | `18.3 um` |
| Cycle use final | `roughly 100%` |
| Worst-Margin Slew | `~430 ps` |
| Die width | `105 um` |
| H-tree depth | `3` |
| Placed Instance Area | `5110 sq um` |
| Sink Count | `~80` |
| Cell family with most CP delay | `buffers and inverters` |
| First-pass GRT wire length | `about 18000 um` |
how the worst max path moves through the flow:
stage,from,to,slack [ps],cells after the start
finish,read_port_2[0],read_data_2[3],50,6
CTS,read_port_1[0],read_data_1[6],10,6
global route,read_port_1[0],read_data_1[5],10,7
cell usage in the layout, fill, tap and decap left out, types with 10 or more instances in the layout:
master,n
nand2_1,30
clkdlybuf4s50_1,35
a22o_1,12
o21ai_0,17
nor2_1,13
mux2i_1,13
inv_1,15
nand2b_1,11
buf_4,49
mux2_2,60
o31ai_1,10
dfrtp_1,80
clkbuf_8,11
a221oi_1,14
where the power goes:
group	total (W)	internal (W)	switching (W)	leakage, nW
clock network	0.00134	0.000713	0.000631	0.103
logic	0.00118	0.000713	0.000469	1.22
registers	0.00246	0.00218	0.000286	0.965
total	0.00499	0.00360	0.00139	2.29
kinds of logic (layout without fill, tap and decap cells):
kind of cell	after synthesis	in the layout	synth area share, %
multiplexers	75	75	20.1
AND/OR/NAND/NOR	87	87	11.5
buffers and inverters	43	125	5.48
AND-OR/OR-AND	87	87	15.5
flip-flops	80	80	47.4
per-layer routing:
metal | vias up | GRT usage, % | routed length, um
met2 | 99 | 30.5 | 4650
met4 | 0 | 2.01 | 103
met1 | 1574 | 37.6 | 5310
li1 | 1535 | - | -
met3 | 9 | 4.57 | 715
met5 | - | 0 | 0
tightest hold or removal path: stages:
cell             delay (ps)
clkdlybuf4s50_1         440
clkinvlp_4              100
buf_12                  340
per-stage QoR:
stage               power (W)  util (%)  hold WS [ps]  worst slack (ps)
floorplan             0.00315         -           428               304
global placement      0.00366      49.7           465              -365
detailed placement    0.00368      49.7           472              -372
CTS                   0.00503      51.7           478              9.71
global route          0.00527      51.8           498              10.8
finish                0.00499      51.8           451              52.4
area by class of cell:
cell class / instances / area (sq um)
clock buffer: 13 / 159
fill: 905 / 4960
tap: 136 / 170
sequential: 80 / 2000
multi-input combinational: 249 / 2000
clock inverter: 3 / 40.0
timing repair buffer: 92 / 878
inverter: 17 / 67.6
registers in the layout, summed over array words and instances, names as in the netlist:
signal,flops
read_data_2,8
register,64
read_data_1,8
timing repair:
item                                    CTS  global route
hold buffers                              0             0
endpoints found under the setup margin    0             7
resized                                   0             2
Power and IR drop assume default switching activity.
