**design/flow/run.sh**
```bash
#!/bin/bash
# OpenROAD 26Q1-2900-gdf79404cd8, Yosys 0.63+post, stock flow scripts
make -C /OpenROAD-flow-scripts/flow DESIGN_CONFIG=/design/flow/config.mk WORK_HOME=/design/flow/orfs finish
```
**design/flow/design.v**
```verilog
module half_add (input a, b, output s, c);
	xor g1(s, a, b);
	and g2(c, a, b);
endmodule
module full_add ( input a, b, cin, output s, c);
	wire wire1, wire2, wire3;
	half_add ha1 ( a, b, wire1, wire2);
	half_add	ha2 ( wire1, cin, s, wire3);
	or or1 (c, wire2, wire3);
endmodule
module four_bit_ripple_adder ( input [3:0] a, b, input cin, output [3:0] s, output cout);
	wire c1, c2, c3;
	full_add fa1 ( a[0], b[0], 1'b0, s[0], c1);
	full_add fa2 ( a[1], b[1], c1, s[1], c2);
	full_add fa3 ( a[2], b[2], c2, s[2], c3);
	full_add fa4 ( a[3], b[3], c3, s[3], cout);
endmodule
module BCD_adder_main(input [3:0] a, b, output [3:0] s1, s2);
	wire [3:0] si;
	wire w1, w2, w3, x;
	four_bit_ripple_adder g1 (a, b, 1'b0, si, w3);
	and a1 (w1, si[1], si[3]);
	and a2 (w2, si[2], si[3]);
	or o1 (x, w1, w2, w3);
	wire [3:0] wi = {1'b0, x, x, 1'b0};
	wire discard;
	four_bit_ripple_adder g2 (si, wi, 1'b0, s1, discard);
	assign s2 = {1'b0, 1'b0, 1'b0, x};
endmodule
module BCD_adder (input [3:0] a, b, output reg [3:0] s1, s2);
wire [3:0] wo1, wo2;
	BCD_adder_main g1 (a, b, wo1, wo2);
	always @* begin
		if (a > 4'b1001 || b > 4'b1001)
		begin
			s1 = 4'bxxxx;
			s2 = 4'bxxxx;
		end
		else
		begin
			s1 = wo1;
			s2 = wo2;
		end
	end	
endmodule	
```
**design/flow/config.mk**
```make
export PLATFORM = sky130hd
export DESIGN_NAME = BCD_adder
export DESIGN_NICKNAME = BCD_adder
export VERILOG_FILES = /design/flow/design.v
export SDC_FILE = /design/flow/constraint.sdc
export NUM_CORES = 4
export LEC_CHECK = 1
export CORE_AREA = 10 10 70 70
export DIE_AREA = 0 0 80 80
```
**design/flow/constraint.sdc**
```tcl
current_design BCD_adder

set clk_period 3.0
set clk_io_pct 0.2

create_clock -name clk0 -period $clk_period

set non_clock_inputs [all_inputs -no_clocks]
set_input_delay [expr $clk_period * $clk_io_pct] -clock clk0 $non_clock_inputs
set_output_delay [expr $clk_period * $clk_io_pct] -clock clk0 [all_outputs]
```
==> results.txt <==
Notes on the physical implementation.

- The via count of the first global-routing pass is 193, for reference.
- The height of the die is 80 µm, for reference.
- The flow measured a signed area growth from synthesis to layout of 84.0%.
- The placed instance count is 81, for reference.
- The number of antenna cells inserted is 0, for reference.
- Per the power-grid run, VDD falls by no more than 0.0537 mV.
- For this run, the register share of the synthesized area comes to 0%.
- The number of vias per cell after detailed routing is 2.05, for reference.
- Global routing used ~1.7% of the available tracks.
- The cell count listed in synth_stat.txt is 26, for reference.
- In this run the maximum-capacitance check reported violations numbering 0.
- A synthesized cell averages about 8.4 µm².
- The maximum clock frequency is 276 MHz, for reference.
- The final max-slew violation count recorded for this run is 0.
- The synthesis report lists the Yosys warning total as 1.
- The post-route met1 wirelength is around 320 µm, for reference.
- In the post-synthesis netlist, the biggest area contributors are sky130_fd_sc_hd__fa_1, sky130_fd_sc_hd__buf_4, sky130_fd_sc_hd__inv_1, sky130_fd_sc_hd__ha_1, sky130_fd_sc_hd__xor2_1.
- The yosys synthesis chip area is 219 µm², for reference.
- The total of buffers placed on input and output ports is 13, for reference.
- The kind of start point of the critical path is an input pin, for reference.
- Per the log, the first TritonRoute iteration ended with a DRC count of 1.
- Entering global routing, the biggest net connects 3 pins.
- In this run the remaining antenna-violating nets after routing total 0.
- STA classifies the critical path endpoint as a primary output.
- For this design the ratio of total power to cell area is ~250 nW/µm².
- Detailed routing placed a total of 160 µm of wire on met2.
- The cell count after synthesis came out at 26.
- In this run the biggest area consumer among cell types represents 36.6% of the synthesized area.
- The final reports fail on setup timing.
- Per the detailed placement report, the placed cell area equals approximately 400 µm².
- The largest driver fanout on the critical path is 2, for reference.
- The core region is 3420 µm².
- The worst path required time is around 2.4 ns, for reference.
- In the floorplan report the effective utilization is 6.41%.
- The run finished, with violations left.
- The area taken by flip-flops and latches is 0 µm², for reference.
- The detailed router reported a total wirelength of 541 µm.
- The end-of-flow timing check tallies setup violations at 4.
- The total die area is 6400 µm², for reference.
- The most critical hold endpoint after final layout shows a slack of around 1.8 ns.
- Of the available clock period, the critical path in the final layout requires 121%.
- The number of antenna violations at the first check in global routing is 0.
- The critical path is of the in -> out type.
- The total I/O pin count is 16, for reference.
- For this design, the CTS-stage hold fixing added 0 buffers.
- The share of post-route cells with drive strength above 1 is ~53%, for reference.
- Sorting the synthesized cells by how often they occur yields sky130_fd_sc_hd__buf_4, sky130_fd_sc_hd__inv_1, sky130_fd_sc_hd__fa_1, sky130_fd_sc_hd__ha_1.
- The count of final hold-check violations is 0, for reference.
- The number of iterations in the first detailed-routing pass is 2, for reference.
- The first-pass GRT wire length is roughly 860 µm, for reference.
- The class of the most critical hold timing path is in -> out, for reference.
- The finished layout holds 82 standard cells, fillers aside.
- The width of the die is 80 µm, for reference.
- Per the gpl log, the routability congestion estimate is around 0.68.
- The final report gives the standard cell area, fillers excluded, as 403 µm².
- Recorded from the global router log, the overflow total was 0.
- Per the detail_route log, met3 wirelength is 64 µm.
- The count of unique library cells instantiated by Yosys is 8, for reference.
- The average wire length per cell after detail routing is ~6.6 µm, for reference.
- The leakage component of the power is 0.000176 µW, for reference.
- The tool warning count for the run is 35.
- At the worst endpoint, the arrival time is 3.03 ns.
- Per the detail_route log, the uppermost layer with routed signals is met3.
- TritonRoute reported its final design rule violation total as 0.
- Setup repair after global routing could not meet its margin everywhere.
- The overall via count from detail_route is between 150 and 200, for reference.
- The floorplan has 21 rows.
- The number of clock-tree buffers in the layout is 0, for reference.
- The post-route core utilization is between 10% and 20%, for reference.
- The final timing report derives a shortest allowable period of ~3.6 ns.
- The top cell type by total area after synthesis is sky130_fd_sc_hd__fa_1, for reference.
- The final timing report gives a worst setup slack of -0.628 ns.
- The synthesized netlist occupies a cell area of between 200 and 250 µm².
- The number of flip-flops and latches is 0, for reference.
- Prior to clock tree synthesis, the placed netlist has a worst setup slack of -1.44 ns.
cell families (layout without fill, tap and decap cells):
group / Yosys count / in the layout / synth area share, %
other cells: 1 / 3 / 1.71
fa+ha+maj: 6 / 6 / 48.0
simple gates: 1 / 1 / 1.71
compound gates: 1 / 1 / 3.43
xor+xnor: 1 / 1 / 4.00
buf+inv: 16 / 24 / 41.1
critical path, cell delays in order:
cell and delay, ns:
sky130_fd_sc_hd__buf_6 0.07, sky130_fd_sc_hd__ha_4 0.12, sky130_fd_sc_hd__inv_2 0.03, sky130_fd_sc_hd__fa_2 0.35
sky130_fd_sc_hd__fa_2 0.35, sky130_fd_sc_hd__inv_2 0.07, sky130_fd_sc_hd__fa_1 0.43, sky130_fd_sc_hd__a21o_1 0.24
sky130_fd_sc_hd__ha_4 0.17, sky130_fd_sc_hd__fa_2 0.51, sky130_fd_sc_hd__buf_2 0.09
per-stage QoR:
stage          total power [µW]  TNS [ns]
2_1_floorplan              72.8     -1.06
3_3_place_gp                106     -4.62
3_5_place_dp                111     -4.75
4_1_cts                     102     -1.73
5_1_grt                     117     -1.85
6_report                    101     -1.54
layout make-up:
class,instances,area [µm²]
Inverter,8,30.0
Timing Repair Buffer,16,146
Fill cell,409,3010
Tap cell,46,57.6
Multi-Input combinational cell,12,169
power by group:
| part | internal (µW) | switching, µW | total (µW) |
|---|---|---|---|
| registers | 0 | 0 | 0 |
| logic | 65.8 | 35.3 | 101 |
| clock network | 0 | 0 | 0 |
| total | 65.8 | 35.3 | 101 |
worst paths after layout:
path | start | endpoint | depth (start not counted)
max | a[0] | s1[2] | 11
min | b[0] | s1[0] | 3
cell usage in the layout (no fill, tap or decap):
| cell | synthesis | layout |
|---|---|---|
| sky130_fd_sc_hd__inv_2 | 0 | 4 |
| sky130_fd_sc_hd__ha_4 | 0 | 2 |
| sky130_fd_sc_hd__buf_4 | 8 | 2 |
| sky130_fd_sc_hd__inv_1 | 8 | 4 |
| sky130_fd_sc_hd__fa_2 | 0 | 3 |
| sky130_fd_sc_hd__buf_6 | 0 | 5 |
| sky130_fd_sc_hd__clkdlybuf4s50_1 | 0 | 5 |
| sky130_fd_sc_hd__a21o_1 | 1 | 1 |
| sky130_fd_sc_hd__buf_2 | 0 | 2 |
| sky130_fd_sc_hd__conb_1 | 1 | 3 |
| sky130_fd_sc_hd__clkdlybuf4s15_1 | 0 | 1 |
| sky130_fd_sc_hd__xor2_1 | 1 | 1 |
| sky130_fd_sc_hd__nand2_1 | 1 | 1 |
| sky130_fd_sc_hd__clkbuf_2 | 0 | 1 |
| sky130_fd_sc_hd__fa_1 | 4 | 1 |
routing by layer:
| metal | track usage (%) | vias to the layer above |
|---|---|---|
| li1 | - | 82 |
| met1 | 2.68 | 73 |
| met2 | 2.09 | 13 |
| met3 | 0.682 | 0 |
| met4 | 0 | 0 |
| met5 | 0 | - |
repair_timing:
action                     in CTS  in global routing
gates cloned                    0                  0
setup buffers                   0                  1
gates resized                  29                  3
setup endpoints to repair       4                  4
pin swaps                       7                  7
Power is estimated from default activity; no workload was simulated.
