==> ./design.v <==
module dff(output reg q, input d, clk);
	always @(posedge clk) 
		q <= d;
endmodule
module edgedet(input edge_in, output detected, input clock);
	wire q0, q1;
	dff dff0(.q(q0), .d(edge_in), .clk(clock));
	dff dff1(.q(q1), .d(q0), .clk(clock));
	assign detected = q0 & ~q1;
endmodule
module Timer(input Clock, Start, output Timeout);
	localparam ten_cycles = 1000;
	reg [8:0] q;
	always @(posedge Clock)
	begin
	if (!Start||(q == ten_cycles))
		q <= 9'b0;
	else
		q <= q + 1;
	end
assign Timeout = (q == ten_cycles);
endmodule
module lockfsm(input clock, reset,codesw, anysw, output reg [1:0] selsw, output locked, alarm, entimer, input timeout);
	localparam s0 = 3'b000, s1 = 3'b001, s2 = 3'b010, s3 = 3'b011, wrong = 3'b100, unlock = 3'b101;
	reg [2:0] lockstate;
	always @(posedge clock or posedge reset)
		begin
	 if (reset == 1'b1)
		lockstate <= s0;
	 else
		case (lockstate)
			s0 : 
				if (anysw & codesw)
					lockstate <= s1;
				else if (anysw)
					lockstate <= wrong;
				else
					lockstate <= s0;
			s1 :
				if (anysw & codesw)
					lockstate <= s2;
				else if (anysw)
					lockstate <= wrong;
				else
					lockstate <= s1;
			s2:
				if (anysw & codesw)
					lockstate <= s3;
				else if (anysw)
					lockstate <= wrong;
				else
					lockstate <= s2;
			s3: 
				if (anysw & codesw)
					lockstate <= unlock;
				else if (anysw)
					lockstate <= wrong;	
				else
					lockstate <= s3;
			wrong: lockstate <= wrong;
			unlock: 
				if (timeout)
					lockstate <= s0;
				else
					lockstate <= unlock;
		 default: lockstate <= 3'bx;
		 endcase
	 end
	always @(lockstate)
		begin
			case(lockstate)
				s0: selsw = 0;
				s1: selsw = 1;
				s2: selsw = 2;
				s3: selsw = 3;
				wrong: selsw = 0;
				unlock: selsw = 0;
			default: selsw = 2'bx;
			endcase
		end
	assign locked = (lockstate == unlock) ? 0: 1;
	assign alarm = (lockstate == wrong) ? 0: 1;
	assign entimer = (lockstate == unlock) ? 1: 0;
endmodule
module comblock(input clock, clear, input [7:0] switches, output alarm, locked);
	wire mux_out, anysw, codesw, allsw, entimer, timeout;
	wire [1:0] selsw;
	assign mux_out = selsw == 0 ? switches[0]:
	 (selsw == 1 ? switches[1]:
	 (selsw == 2 ? switches[2]:
	 (selsw == 3 ? switches[3]: 1'b0)));
	assign allsw = &switches;
	edgedet det1(.edge_in(mux_out), .detected(codesw), .clock(clock));
	edgedet det2(.edge_in(allsw), .detected(anysw), .clock(clock));
	Timer t1(.Clock(clock), .Start(entimer), .Timeout(timeout));
	lockfsm controller(.clock(clock), .reset(clear), .codesw(codesw), .anysw(anysw), .selsw(selsw), .locked(locked), .alarm(alarm), .entimer(entimer), .timeout(timeout));
endmodule
==> ./run.sh <==
#!/bin/bash
# OpenROAD 26Q1-2900-gdf79404cd8, Yosys 0.63+post, stock flow scripts
make -C /OpenROAD-flow-scripts/flow DESIGN_CONFIG=/design/flow/config.mk WORK_HOME=/design/flow/orfs finish
==> ./config.mk <==
export PLATFORM = sky130hd
export DESIGN_NAME = comblock
export DESIGN_NICKNAME = comblock
export VERILOG_FILES = /design/flow/design.v
export SDC_FILE = /design/flow/constraint.sdc
export NUM_CORES = 4
export LEC_CHECK = 1
export CORE_AREA = 10 10 70 70
export DIE_AREA = 0 0 80 80
==> ./constraint.sdc <==
current_design comblock

set clk_period 1.5
set clk_io_pct 0.2

create_clock -name clk0 -period $clk_period [get_ports {clock}]

set non_clock_inputs [all_inputs -no_clocks]
set_input_delay [expr $clk_period * $clk_io_pct] -clock clk0 $non_clock_inputs
set_output_delay [expr $clk_period * $clk_io_pct] -clock clk0 [all_outputs]
==> results.yml <==
# generated from flow reports
die:
  core_area_mm2: 0.00342
  dieHeight_um: 80
  num_rows: 21
  fp-utilization_pct: 11.4
  io_pins: 12
  die_w_um: 80
  chipArea_mm2: 0.00640
detailed_routing:
  via_per_inst: 3.14
  ant_nets: 0
  detail_route.wirelength_um: 806
  drc: 0
  dr.pass1.iters: 4
  n_antenna_cell: 0
  num_vias: 305
  drtIter0Drc: 29
  drt-wirelength-per-cell_um: 8.31
global_route:
  overflow: 0
  grt_max_degree: 7
  grtUsageTotal_pct: 2.65
  antenna_found_initial: 0
  grt_pass1_wl_mm: 1.32
  grt_pass1_vias: 311
clock_network:
  clk_pin_slew_ns: 0.07
  htreeDepth: 1
  root_buffer: "clkbuf_4"
  clkLatencyLatePin_ns: 0.26
  clockBufferDepth: 2
  cts_sinks: 10
  cts_buffers: 3
  ctsHoldBuffers: 0
  cts_tree: "done"
logic_synthesis:
  yosys.stat.seqShare_pct: 59.7
  yosysTopAreaCellShare_pct: 32.3
  ys_cells: 33
  yosysUniqueCellTypes: 17
  synth_flops: 10
  syn_inst: 33
  synth_area_leader_cell: "dfrtp_1"
  yosysWarnings: 3
  ys_chip_area_um2: 388
  syn_area_um2: 388
  area_leaders: "dfrtp_1 32%, dfxtp_1 21%, dfstp_2 6.8%, mux2i_1 5.2%, nand2b_1 4.8%"
  syn_area_per_cell_um2: 11.8
final_layout:
  syn_to_final_growth_pct: 56.5
  lay_top_cells: "10 x clkdlybuf4s50_1, 5 x dfrtp_1, 4 x dfxtp_1"
  layout_top_cell: "clkdlybuf4s50_1"
  drive_above_1_share_pct: 23.5
  fin_util_pct: 17.8
final_timing:
  fin_skew_ns: 0.0104
  setup_violations: 0
  period_used_pct: 96.9
  slew_headroom_pct: 81.1
  drv_slew: 0
  max_freq_mhz: 688
  tightest_slew_ns: 0.283
  setup-tns-final_ns: 0
  hold_violations: 0
  post-route-min-period_ns: 1.45
  fin_hold_ws_ns: 0.244
  fin_ws_ns: 0.0464
placed_design:
  gp_congestion: 0.746
  portBuffers: 11
  dp_hpwl_um: 635
  dp_slack_ns: 0.291
worst_setup_path:
  reg2reg_from: "controller.lockstate[4]"
  worstSetupStartpointType: "flip-flop"
  rr_endpoint: "det1.dff0.q"
  cp_max_fo: 2
  r2r_cells: 4
  critPathCaptureType: "output port"
  crit_slowest_cell: "clkdlybuf4s50_1"
  slowest_delay_ns: 0.45
  cp.arrival_ns: 1.15
  ff2ff_setup_slack_ns: 0.36
  required_ns: 1.20
  crit_type: "flip-flop to output port"
  path_cells: "inv_2, clkdlybuf4s50_1"
power_and_ir_drop:
  leakage_nw: 0.247
  ir_drop_v: 0.000318
  totalPowerFinal_uw: 491
  p_per_area_mw_per_mm2: 810
outcome:
  status: "finished clean"
flow_run:
  drv_cap: 0
  openroad.warnings: 25
min_path:
  hp-class: "input port to async pin"
-- sequential cells by signal, summed over array words and instances (netlist names) --
| register | count |
|---|---|
| controller.lockstate | 6 |
| det1.dff0.q | 1 |
| det1.dff1.q | 1 |
| det2.dff0.q | 1 |
| det2.dff1.q | 1 |
-- cells in the mapped netlist (all sizes together) --
library cell / number
dfrtp: 5
dfxtp: 4
nand2b: 4
a22o: 3
inv: 3
nor2: 3
mux2i: 2
nand4: 2
a21o: 1
a21oi: 1
and2: 1
dfstp: 1
nor3: 1
nor4: 1
o21ai: 1
-- per-stage QoR --
| stage | instance area (um2) | instances |
|---|---|---|
| after detailed placement | 556 | 90 |
| final | 607 | 97 |
| after CTS | 589 | 95 |
| after floorplan | 388 | 33 |
| after global placement | 556 | 90 |
| after global routing | 607 | 97 |
-- final cells by class --
class                      count  area [um2]
tap                           46        57.6
timing repair buffer          14         135
multi-input combinational     20         145
sequential                    10         231
inverter                       3        11.3
clock buffer                   4        26.3
fill                         390        2810
-- metal layers --
layer / global-route usage, % / wire (um) / vias up
met3: 2.95 / 139 / 0
met5: 0 / 0 / -
li1: - / - / 151
met4: 0.176 / 0 / 0
met1: 3.51 / 434 / 138
met2: 2.81 / 231 / 16
-- cell families (layout without fill, tap and decap cells) --
family | Yosys count | in the layout | share of synthesized area (%)
multiplexers | 2 | 2 | 5.16
buffers and inverters | 3 | 21 | 2.90
flip-flops | 10 | 10 | 59.7
AND-OR/OR-AND | 6 | 6 | 11.6
AND/OR/NAND/NOR | 12 | 12 | 20.6
-- where the power goes --
part	total, mW	leakage [nW]	internal (mW)	switching, mW
Clock	0.187	0.0150	0.102	0.0843
Combinational	0.0324	0.119	0.0234	0.00902
Sequential	0.272	0.113	0.271	0.000999
-- critical path, delay by kind of cell, from the launching register on --
kind | cells | cell delay (ns)
flops | 1 | 0.39
buf+inv | 2 | 0.51
-- timing repair --
item                                    in CTS  in global routing
gates resized                                0                  2
endpoints found under the setup margin       1                  2
buffers inserted                             1                  2
-- worst max-delay path by stage --
stage | from | endpoint | cells past startpoint
final | controller.lockstate[1] | alarm | 2
after CTS | controller.lockstate[4] | locked | 2
after global routing | controller.lockstate[1] | alarm | 2
Power figures rest on the tool's default switching activity, not on a simulated workload.
