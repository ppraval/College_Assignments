## /design/flow/config.mk

```make
export PLATFORM = sky130hd
export DESIGN_NAME = variable_length_reg_with_both_ops
export DESIGN_NICKNAME = variable_length_reg_with_both_ops
export VERILOG_FILES = /design/flow/design.v
export SDC_FILE = /design/flow/constraint.sdc
export NUM_CORES = 4
export LEC_CHECK = 1
export CORE_UTILIZATION = 40
```

## /design/flow/constraint.sdc

```tcl
current_design variable_length_reg_with_both_ops

set clk_period 2.1
set clk_io_pct 0.2

create_clock -name clk0 -period $clk_period [get_ports {clk}]

set non_clock_inputs [all_inputs -no_clocks]
set_input_delay [expr $clk_period * $clk_io_pct] -clock clk0 $non_clock_inputs
set_output_delay [expr $clk_period * $clk_io_pct] -clock clk0 [all_outputs]
```

## /design/flow/design.v

```verilog
module variable_length_reg_with_both_ops #(parameter width = 32) (input [width - 1:0] write_data, input clk, write_enable, read_enable, output reg [width - 1:0] read_data);
	reg [width - 1:0] register;
	initial register = 32'b0;
	always@(posedge clk) 
		begin
			if(write_enable && read_enable) 
				begin
					register = write_data;
					read_data = register;
				end
			else if(write_enable) 
				begin
					register = write_data;
				end
			else if(read_enable) 
				begin
					read_data = register;
				end
		end
endmodule
module variable_length_reg_with_both_ops_tb #(parameter width = 32);
	reg [width-1:0] write_data;
	reg write_enable, read_enable, clk;
	wire [width-1:0] read_data;
	variable_length_reg_with_both_ops instance1 (write_data, clk, write_enable, read_enable, read_data);
	initial clk = 1'b1;
	initial 
		begin
			write_data = 100;
			write_enable = 1;
			read_enable = 0;
			#10;
			write_data = 50;
			write_enable = 0;
			read_enable = 1;
			#10;
			write_data = 50;
			write_enable = 0;
			read_enable = 0;
			#10;
			write_data = 1000;
			write_enable = 1;
			read_enable = 1;
			#10;
		end
	always #5 clk <= ~clk;
endmodule
```

## /design/flow/run.sh

```bash
#!/bin/bash
# OpenROAD 26Q1-2900-gdf79404cd8, Yosys 0.63+post, stock flow scripts
make -C /OpenROAD-flow-scripts/flow DESIGN_CONFIG=/design/flow/config.mk WORK_HOME=/design/flow/orfs finish
```

==> notes.md <==
impl run done, here's what came out: status=completed, worst-case headroom to the max-slew limit=72.3%, Clock Latency Late Sink=0.33 ns, share of total power in sequential cells=55.3%, Total Die Area=6500 um2, hold violation count in the final report=0, sequential element share of the synthesized area=77.7%, startpoint class of the critical path=register, post-route minimum period=1.54 ns, top cell types by occurrence after synthesis=edfxtp_1 (64), mux2_4 (30), buf_12 (3), starting density of the core=41.5%, yosys stat cell total=102, unrepaired setup endpoints after global routing=no, area share of the largest cell type after synthesis=77.7%, # port buffers=66, Detailed Route WL=3650 um, required time at the worst-slack endpoint=1.68 ns, pin count of the biggest net entering global routing=33, highest fanout seen on the critical path=1, Buf+Inv Stages, Crit Path=1, kind of capture point of the worst setup path=output port, total clock buffers created by CTS=9, Antenna diodes=0, setup-violating endpoint count in the final report=0, share of power burned in the clock network=34.2%, Worst Clk Skew=0.00690 ns, number of warnings printed during yosys synthesis=1, proportion of layout cells with a drive suffix above 1=28.0%, areal power density over the cells=832 nW/um2, fraction of power consumed by combinational cells=10.5%, Reg clk slew, reported paths=0.06 ns, first-pass GRT wire length=5580 um, met3 track utilization from global routing=5.19%, via count of the first global-routing pass=1,104, clock tree from TritonCTS=yes, floorplan die width=80.6 um, ANT nets after route=0, Worst Setup Slack, final=0.560 ns, number of different library cells in the post-synthesis netlist=6, Detail Placement HPWL=2410 um, P_leak=1.28 nW, post-synthesis chip area from yosys=2470 um2, via count normalized by instance count=4.50, number of violations reported at the end of detailed-routing iteration 0=63, Root Buffer Master=clkbuf_8, reg2reg setup slack=1.22 ns, total via count after detailed routing=1,157, number of core rows=28, Die Y=80.6 um, top cell type by instance count after synthesis=edfxtp_1, post-CTS setup buffer count=0, worst vdd rail ir drop=0.000627 V, maximum cell stage delay along the critical path=0.46 ns, fin crit share=73.3%, maximum clock frequency=649 MHz, GR Util met2=18.9%, Core ar.=5960 um2, GR Layer Usage met1=19.5%, number of levels the H-tree was split into=3, clk buf depth=2, number of hold-repair buffers added at the cts stage=0, most area-hungry cell type in the Yosys netlist=edfxtp_1, switching power summed over all nets=0.518 mW, biggest area contributors in the synthesized netlist=edfxtp_1 (78%), mux2_4 (18%), buf_12 (2.4%), mux2_2 (0.91%), nand2_4 (0.46%), Synth Register Bits=64, number of synthesized flops with an enable pin=64, Setup Total Neg Slack=0 ns, hold_ws=0.541 ns, CP arrival=1.12 ns, # Max-Cap Violations=0, kind of cell adding the most delay to the critical path=buffers and inverters, Final GP Congestion=0.733, total global-route track usage=12.7%, transition time at the pin with the least slew margin=0.416 ns, initial antenna violation count=0, Post-synth top flop=edfxtp_1, tool warnings=25, crit path cell chain=clkdlybuf4s50_1, post-synthesis average cell area=24.3 um2, cells resized by post-CTS repair=0, switching share of power=18.5%, drt first pass iters=3, boundary pin count=67, placement-stage worst setup slack=0.457 ns, detailed-route wire length per cell=14.2 um, clock sinks=64, busiest metal layer after global routing=met1, Max Transition Viols Final=0, CP Class=reg2out, Cell Int Power=2.28 mW, Synth Instances=102, Hold Crit Class=reg2reg, cell with the biggest individual delay on the critical path=clkdlybuf4s50_1, total grt overflow=0, DRC violations left=0, Area growth syn-to-layout=36.1%, share of flip-flops with an asynchronous set or reset after synthesis=0%, Mapped Area=2470 um2
[power groups by stage]
stage / clock network (mW) / logic (mW) / registers, mW
after global routing: 1.05 / 0.317 / 1.56
final: 0.958 / 0.294 / 1.55
after CTS: 0.985 / 0.300 / 1.55
[worst paths after layout]
path / from / to / depth (start not counted)
setup reg to reg: register[20] / read_data[20] / 1
hold / removal: register[3] / read_data[3] / 1
hold reg to reg: register[3] / read_data[3] / 1
setup / recovery: read_data[19] / read_data[19] / 1
[sequential cells by signal, indices dropped and copies added (netlist names)]
register   cells
register      32
read_data     32
[cell type report]
class,count,area (um2)
fillers,452,2590
flip-flops and latches,64,1920
repair buffers,69,686
multi-input cells,33,484
clock buffers,12,135
well taps,75,93.8
clock inverters,4,45.0
[kinds of logic after synthesis]
group | count (synthesis) | synth area share [%]
flip-flops | 64 | 77.7
multiplexers | 32 | 19.1
buffers and inverters | 5 | 2.73
AND/OR/NAND/NOR | 1 | 0.455
[per-layer routing]
layer / wire, um / vias to the layer above
met5: 0 / -
met4: 87 / 0
met3: 251 / 7
met2: 1790 / 42
met1: 1520 / 554
li1: - / 554
[layout by cell type, fill, tap and decap left out, drive strengths merged]
cell           count
edfxtp            64
bufinv             1
clkdlybuf4s50     64
clkinv             3
mux2              32
buf                5
clkbuf            12
nand2              1
[per-stage QoR]
stage	total power, mW	cells	area (um2)	util (%)
after floorplan	1.70	102	2470	-
after global placement	1.87	241	3190	53.5
after detailed placement	1.88	241	3190	53.5
after CTS	2.84	257	3370	56.5
after global routing	2.92	257	3370	56.5
final	2.80	257	3370	56.5
Power is estimated from default activity; no workload was simulated.
