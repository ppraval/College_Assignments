[flow/config.mk]
export PLATFORM = sky130hd
export DESIGN_NAME = big_reg_file_with_four_reads_and_two_writes
export DESIGN_NICKNAME = big_reg_file_with_four_reads_and_two_writes
export VERILOG_FILES = /design/flow/design.v
export SDC_FILE = /design/flow/constraint.sdc
export NUM_CORES = 4
export LEC_CHECK = 1
export CORE_UTILIZATION = 40
[flow/constraint.sdc]
current_design big_reg_file_with_four_reads_and_two_writes

set clk_period 15.7
set clk_io_pct 0.2

create_clock -name clk0 -period $clk_period [get_ports {clk}]

set non_clock_inputs [all_inputs -no_clocks]
set_input_delay [expr $clk_period * $clk_io_pct] -clock clk0 $non_clock_inputs
set_output_delay [expr $clk_period * $clk_io_pct] -clock clk0 [all_outputs]
[flow/design.v]
module big_reg_file_with_four_reads_and_two_writes #(parameter width = 64, depth = 32) (input [width - 1:0] write_data_1, write_data_2, input [5:0] write_port_1, write_port_2, read_port_1, read_port_2, read_port_3, read_port_4, input write_enable, read_enable, clk, reset, output reg [width - 1:0] read_data_1, read_data_2, read_data_3, read_data_4); 
	reg [width - 1:0] register[0:depth - 1];
	integer i;
	initial 
		begin
		for(i = 0; i < depth; i = i + 1) 
			begin
				register[i] = 0;
			end
	end
	always@(posedge clk or posedge reset) 
		begin
			if(reset) 
				begin
					read_data_1 = 64'bx;
					read_data_2 = 64'bx;
					read_data_3 = 64'bx;
					read_data_4 = 64'bx;
					for(i = 0; i < depth; i = i + 1) 
						begin
							register[i]=0;
						end
				end
			else 
				begin
				if(write_enable && read_enable) 
					begin
						if(write_port_1 == write_port_2) 
							begin
								register[write_port_1] = write_data_1;
								read_data_1 = register[read_port_1];
								read_data_2 = register[read_port_2];
								read_data_3 = register[read_port_3];
								read_data_4 = register[read_port_4];
							end
						else 
							begin
								register[write_port_1] = write_data_1;
								register[write_port_2] = write_data_2;
								read_data_1 = register[read_port_1];
								read_data_2 = register[read_port_2];
								read_data_3 = register[read_port_3];
								read_data_4 = register[read_port_4];
							end
					end
				else if(write_enable) 
					begin
						if(write_port_1 == write_port_2) 
							begin
								register[write_port_1]=write_data_1;
							end
					else 
						begin
							register[write_port_1] = write_data_1;
							register[write_port_2] = write_data_2;
						end
					end
				else if(read_enable) 
					begin
						read_data_1 = register[read_port_1];
						read_data_2 = register[read_port_2];
						read_data_3 = register[read_port_3];
						read_data_4 = register[read_port_4];
					end
				end
		end
endmodule
module big_reg_file_with_four_reads_and_two_writes_tb #(parameter width = 64);
	reg [width - 1:0]write_data_1, write_data_2;
	reg [5:0] write_port_1, write_port_2, read_port_1, read_port_2, read_port_3, read_port_4;
	reg write_enable, read_enable, clk, reset;
	wire [width - 1:0]read_data_1, read_data_2, read_data_3, read_data_4;
	big_reg_file_with_four_reads_and_two_writes instance1 (write_data_1, write_data_2, write_port_1, write_port_2, read_port_1, read_port_2, read_port_3, read_port_4, write_enable, read_enable, clk, reset, read_data_1, read_data_2, read_data_3, read_data_4);
	initial clk=1'b1;
	initial 
		begin
		 write_data_1 = 100;
		 write_data_2 = 75;
		 write_port_1 = 0;
		 write_port_2 = 1;
		 read_port_1 = 0;
		 read_port_2 = 1;
		 read_port_3 = 2;
		 read_port_4 = 3;
		 write_enable = 1;
		 read_enable = 1;
		 reset = 0;
		 #10;
		end
	always #5 clk <= ~clk;
endmodule
[flow/run.sh]
#!/bin/bash
# OpenROAD 26Q1-2900-gdf79404cd8, Yosys 0.63+post, stock flow scripts
make -C /OpenROAD-flow-scripts/flow DESIGN_CONFIG=/design/flow/config.mk WORK_HOME=/design/flow/orfs finish
==> deck_impl_summary.md <==
Key Metrics from the Run

Yosys
  • Yosys reg bits: 2304
  • Cell area after synthesis: 0.3251 mm²
  • Number of flops mapped to enable cells by yosys: 0
  • Adder and majority gate portion of the synthesized area: 0%
  • Number of warnings printed during yosys synthesis: 2
  • Chip Area, Yosys: 0.3251 mm²
  • Top FF cell, synth: sky130_fd_sc_hd__dfrtp_1
  • Post-Synth XOR/XNOR Area: 0.07005%
  • Area fraction in compound gates after synthesis: 48.51%
  • # Cells Yosys: 48935
  • Multiplexer fraction of the synthesized cell area: 2.421%
  • Simple-gate portion of the synthesized area: 22.31%
  • Number of different library cells in the post-synthesis netlist: 107
  • Post-Syn Area per Cell: 6.643 µm²
  • Largest non-sequential cell family by area: AND-OR/OR-AND gates
  • Async set-or-reset flop fraction in the synthesized netlist: 100.0%
  • Count of mapped cells out of synthesis: 48935
  • Sequential fraction of the synthesis area: 17.74%

GRT
  • Remaining Overflow, GRT: 247238
  • Largest net degree at the start of global routing: 118
  • Vias in the first global route: 579431
  • Total global-route track usage: 125.4%
  • Global-route wire length before repair: 6555000 µm

Placed design
  • Final estimated routing congestion in global placement: 2.043
  • Cell total after placement: 57173
  • Number of buffers inserted by port buffering: 419
  • Post-detailed-placement half-perimeter wirelength: 3330000 µm

Floorplanning
  • Die W: 903.5 µm
  • Die height: 903.5 µm
  • Number of primary I/O pins: 424
  • Floorplan-stage core utilization: 40.21%
  • Rows: 330

Clock tree
  • Hold buffer count at CTS: 0
  • Number of clock sinks: 2304
  • # H-tree levels: 5
  • Maximum clock insertion buffer count: 4
  • Post-CTS sizing: 0
  • CTS Root Buffer Type: sky130_fd_sc_hd__clkbuf_16
  • Total CTS buffers: 292
  • Setup repair bufs after CTS: 0

Run status
  • First error in the log: [ERROR GRT-0116] Global routing finished with congestion. Check the congestion regions in the DRC Viewer.
  • Halt point of the flow: global routing (5_1_grt)
  • Result of the run: aborted with a tool error
==> stage by stage <==
| step | setup WS (ns) | hold WS [ns] | instance area [µm²] |
|---|---|---|---|
| floorplan | -19.46 | 0.4527 | 325100 |
| global placement | 5.949 | 0.5198 | 352800 |
| detailed placement | 6.043 | 0.5140 | 352900 |
| CTS | 7.139 | 0.5263 | 362800 |
==> cells in the mapped netlist (92+ instances only) <==
library cell | count | share of area, %
sky130_fd_sc_hd__a221oi_1 | 2030 | 5.5
sky130_fd_sc_hd__a31oi_1 | 1477 | 2.8
sky130_fd_sc_hd__o2111ai_1 | 320 | 0.86
sky130_fd_sc_hd__nand3_1 | 1506 | 2.3
sky130_fd_sc_hd__a21boi_0 | 98 | 0.23
sky130_fd_sc_hd__o221ai_1 | 362 | 0.98
sky130_fd_sc_hd__buf_1 | 1231 | 1.4
sky130_fd_sc_hd__and4_1 | 92 | 0.25
sky130_fd_sc_hd__o21ai_1 | 132 | 0.20
sky130_fd_sc_hd__nor4_1 | 582 | 1.1
sky130_fd_sc_hd__nor2_1 | 2789 | 3.2
sky130_fd_sc_hd__nand4_1 | 1277 | 2.5
sky130_fd_sc_hd__o21ai_0 | 4266 | 6.6
sky130_fd_sc_hd__a211oi_1 | 348 | 0.80
sky130_fd_sc_hd__o22ai_1 | 2128 | 4.1
sky130_fd_sc_hd__o21a_1 | 96 | 0.22
sky130_fd_sc_hd__a221o_1 | 148 | 0.46
sky130_fd_sc_hd__o31ai_1 | 146 | 0.34
sky130_fd_sc_hd__mux2_2 | 339 | 1.2
sky130_fd_sc_hd__a2bb2oi_1 | 161 | 0.43
sky130_fd_sc_hd__o2bb2ai_1 | 137 | 0.37
sky130_fd_sc_hd__or3_1 | 119 | 0.23
sky130_fd_sc_hd__a32oi_1 | 116 | 0.31
sky130_fd_sc_hd__a21oi_1 | 3040 | 4.7
sky130_fd_sc_hd__and2_1 | 563 | 1.1
sky130_fd_sc_hd__a31o_2 | 108 | 0.29
sky130_fd_sc_hd__dfrtp_1 | 2304 | 18
sky130_fd_sc_hd__nor3_1 | 1837 | 2.8
sky130_fd_sc_hd__a21o_1 | 126 | 0.29
sky130_fd_sc_hd__a2111oi_0 | 377 | 1.0
sky130_fd_sc_hd__nor2b_1 | 100 | 0.19
sky130_fd_sc_hd__o211ai_1 | 847 | 2.0
sky130_fd_sc_hd__a222oi_1 | 152 | 0.47
sky130_fd_sc_hd__and3_1 | 109 | 0.21
sky130_fd_sc_hd__a22oi_1 | 4334 | 10
sky130_fd_sc_hd__buf_2 | 676 | 1.0
sky130_fd_sc_hd__inv_1 | 404 | 0.47
sky130_fd_sc_hd__mux2i_1 | 405 | 1.2
sky130_fd_sc_hd__a22o_1 | 1496 | 4.0
sky130_fd_sc_hd__nand2_1 | 5785 | 6.7
sky130_fd_sc_hd__or4_1 | 206 | 0.48
sky130_fd_sc_hd__clkbuf_1 | 5088 | 5.9
==> kinds of logic after synthesis <==
logic type | after synthesis
mux | 744
buf+inv | 7462
flops | 2304
compound gates | 22988
simple gates | 15411
xor+xnor | 26
==> layer usage <==
layer  GRT overflow  GRT usage (%)
met4          14333          90.69
met1          81139          127.3
met3          22353          96.71
met2         126587          164.3
met5           2826          93.06
