==> /design/flow/design.v <==
module single_read_double_write #(parameter width = 16) (input [width - 1:0] write_data_1, write_data_2, input write_enable, clk, reset, output reg [width - 1:0] read_data);
	reg state;
	initial state = 1'b0;
	reg [width - 1:0] register;
	initial register = 16'b0;
	always@(posedge clk or posedge reset) 
		begin
			if(reset) 
				begin
					register = 16'b0;
					read_data = 16'bx;
					state = 1'b0;
				end
			else 
				begin
					if(write_enable) begin
						if(state == 1'b0) 
							begin
								register = write_data_1;
								state = 1'b1;
							end
						else 
							begin
								register = write_data_2;
								state = 1'b0;
							end
					end
					else 
						begin
							read_data = register;
						end
				end
		end
endmodule
module single_read_double_write_tb #(parameter width = 16);
	reg [width - 1:0] write_data_1, write_data_2;
	reg write_enable, clk, reset;
	wire [width - 1:0] read_data;
	single_read_double_write instance1 (write_data_1, write_data_2, write_enable, clk, reset, read_data);
	initial clk = 1'b1;
	initial 
		begin
			write_data_1 = 25;
			write_data_2 = 50;
			write_enable = 1;
			reset = 0;
			#10;
			write_data_1 = 50;
			write_data_2 = 75;
			write_enable = 1;
			reset = 0;
			#10;
			write_data_1 = 75;
			write_data_2 = 100;
			write_enable = 0;
			reset = 0;
			#10;
			write_data_1 = 100;
			write_data_2 = 125;
			write_enable = 1;
			reset = 0;
			#10;
			write_data_1 = 125;
			write_data_2 = 150;
			write_enable = 0;
			reset = 0;
			#10;
		end
	always #5 clk<=~clk;
endmodule
==> /design/flow/run.sh <==
#!/bin/bash
# OpenROAD 26Q1-2900-gdf79404cd8, Yosys 0.63+post, stock flow scripts
make -C /OpenROAD-flow-scripts/flow DESIGN_CONFIG=/design/flow/config.mk WORK_HOME=/design/flow/orfs finish
==> /design/flow/config.mk <==
export PLATFORM = sky130hd
export DESIGN_NAME = single_read_double_write
export DESIGN_NICKNAME = single_read_double_write
export VERILOG_FILES = /design/flow/design.v
export SDC_FILE = /design/flow/constraint.sdc
export NUM_CORES = 4
export LEC_CHECK = 1
export CORE_AREA = 10 10 114 114
export DIE_AREA = 0 0 124 124
==> /design/flow/constraint.sdc <==
current_design single_read_double_write

set clk_period 1.6
set clk_io_pct 0.2

create_clock -name clk0 -period $clk_period [get_ports {clk}]

set non_clock_inputs [all_inputs -no_clocks]
set_input_delay [expr $clk_period * $clk_io_pct] -clock clk0 $non_clock_inputs
set_output_delay [expr $clk_period * $clk_io_pct] -clock clk0 [all_outputs]
==> impl_metrics.csv <==
group,metric,value,unit
critical_path,cp_cell_sequence,"clkdlybuf4s50_1",
routing,drcViolationCount,0,
placement,dp_hpwl,2516,um
sta,min_period,1426,ps
routing,first_iter_violations,15,
clock_network,cts.hold.buffers_added,0,
clock_network,clock_latency,280,ps
critical_path,cp-end-kind,"output port",
outcome,status,"completed",
floorplanning,die_w,124,um
clock_network,postCtsSetupRepairBufs,0,
sta,slew_violations,0,
grt,first_global_vias,1027,
floorplanning,core,10420,sq um
grt,grt_max_degree,50,
placement,port_buffers,50,
sta,setup_viol,0,
sta,hold_viol,0,
routing,wl_per_cell,11.24,um
sta,tightest_slew,239.9,ps
grt,grt_first_pass_wirelength,5244,um
floorplanning,ioPinCount,51,
flow_run,tool_warnings,25,
clock_network,htreeDepth,2,
sta,final.setup_skew,4.242,ps
routing,ant_nets,0,
critical_path,regToRegSetupSlack,500,ps
routing,drtPass1Iterations,4,
floorplanning,num_rows,37,
sta,timing.hold.ws,398.0,ps
routing,antenna-diode-count,0,
grt,overflow,0,
clock_network,clock_path_buffers,2,
critical_path,cp-start-kind,"flip-flop",
pwr,irDropWorstVdd,0.4056,mV
synth,synth_seq_share,0.5984,
synth,ys_cells,106,
layout,syn_to_final_growth,54.03,%
critical_path,crit_family,"buffers and inverters",
synth,syn_area,1380,sq um
routing,viasPerCell,3.145,
sta,fin_crit_sh,0.8914,
floorplanning,dieHeight,124,um
routing,vias,931,
sta,setup_tns,0,ps
flow_run,cap_violations,0,
critical_path,critical_path_depth,1,
critical_path,path_class,"flip-flop to output port",
critical_path,rr_worst_depth,3,
critical_path,crit_arrival,1110,ps
clock_network,clock-sinks,33,
layout,logic_area,489.2,sq um
synth,numSynthFlops,33,
floorplanning,dieArea,15380,sq um
critical_path,slowest_delay,490,ps
placement,gp_congestion,0.6655,
critical_path,cp_num_buf_inv,1,
critical_path,crit_slowest_cell,"clkdlybuf4s50_1",
layout,drive_above_1_share,0.1688,
clock_network,clockRootBuffer,"clkbuf_8",
clock_network,cts_tree,"done",
clock_network,clk_pin_slew_worst_paths,70,ps
sta,fmax,701.1,MHz
floorplanning,floorplan.core_util,0.1325,
clock_network,cts_buffers,5,
critical_path,required,1280,ps
sta,rsz0062_at_grt,"false",
grt,grtUsageTotal,0.04394,
synth,yosysUniqueCellTypes,11,
sta,max-slew-margin-rel,0.8400,
synth,synth_warnings,1,
layout,seq_area,825.8,sq um
routing,wl,3327,um
synth,synth_area_per_cell,13.02,sq um
pwr,p_leak,0.8514,nW
clock_network,cts_resized,0,
synth,syn_inst,106,
min_path,hold_class,"input port to async pin",
critical_path,critPathMaxFanout,2,
grt,antenna_found_initial,0,
synth,yosys_area,1380,sq um
layout,fillers,1125,
pwr,p_per_area,1247,nW/um^2
==> through the flow <==
stage            util  cells  area (sq um)  setup WS (ps)  power (W)
2_1_floorplan       -    106          1380          560.8   0.001659
3_3_place_gp   0.1958    289          2039          452.3   0.002068
3_5_place_dp   0.1958    289          2039          441.9   0.002087
4_1_cts        0.2041    296          2126          139.9   0.002751
5_1_grt        0.2041    296          2126          85.08   0.002881
6_report       0.2041    296          2126          173.7   0.002651
==> cell usage in the layout, fill, tap and decap left out <==
cell / n
a21oi_1: 16
buf_12: 2
buf_4: 2
xor2_1: 1
inv_1: 1
clkbuf_8: 6
mux2i_1: 16
dfrtp_1: 33
buf_2: 1
clkbuf_1: 1
mux2_2: 16
nor2_1: 16
clkdlybuf4s50_1: 49
==> flip-flops by register name (all words and copies together), names as in the netlist <==
register / count
register: 16
state: 1
read_data: 16
==> report_power, final <==
part           switching, W  internal (W)
combinational      0.000291      0.000554
sequential         0.000112       0.00107
clock              0.000286      0.000341
==> synthesized netlist by cell type <==
cell type  number  area share
buf_6           1      0.0082
mux2_2         16        0.13
buf_2           3       0.011
xor2_1          1      0.0063
mux2i_1        16        0.12
nor2_1         16       0.044
buf_12          1       0.015
inv_1           1      0.0027
buf_4           2       0.011
dfrtp_1        33        0.60
a21oi_1        16       0.058
==> cell families after synthesis <==
logic type,synth area share
xor+xnor,0.006347
compound gates,0.05803
mux,0.2466
flops,0.5984
buf+inv,0.04714
simple gates,0.04352
==> layer usage <==
layer  share of wire  global-route usage
met5               0                   0
met4          0.0099            0.006475
met3           0.096             0.02296
met1            0.44             0.05594
met2            0.45             0.06689
==> cell type report <==
type | count | area share
Inverter | 1 | 0.001766
Tap cell | 136 | 0.08005
Clock buffer | 7 | 0.04061
Multi-Input combinational cell | 65 | 0.2301
Timing Repair Buffer | 54 | 0.2590
Sequential cell | 33 | 0.3885
==> worst register-to-register path: cells and delay by family, from the launching register on <==
kind / cells / cell delay (ps)
buffers and inverters: 1 / 260
flip-flops: 1 / 350
multiplexers: 1 / 270
AND-OR/OR-AND: 1 / 90
==> final timing paths <==
check,from,endpoint
worst max-delay path,read_data[9],read_data[9]
worst min-delay path,reset,read_data[5]
worst max register to register,state,register[12]
worst min register to register,read_data[7],read_data[7]
max in group asynchronous,reset,register[9]
min in group clk0,write_enable,register[1]
No activity file was given, so power comes from the tool's default toggle rates.
